File: flow/config.mk
export PLATFORM = sky130hd
export DESIGN_NAME = UNS_3X3_MULT
export DESIGN_NICKNAME = UNS_3X3_MULT
export VERILOG_FILES = /design/flow/design.v
export SDC_FILE = /design/flow/constraint.sdc
export NUM_CORES = 4
export LEC_CHECK = 1
export CORE_UTILIZATION = 30
export SYNTH_HDL_FRONTEND = slang
File: flow/constraint.sdc
current_design UNS_3X3_MULT

set clk_period 3.0
set clk_io_pct 0.2

create_clock -name clk0 -period $clk_period [get_ports {SYS_CLOCK}]

set non_clock_inputs [all_inputs -no_clocks]
set_input_delay [expr $clk_period * $clk_io_pct] -clock clk0 $non_clock_inputs
set_output_delay [expr $clk_period * $clk_io_pct] -clock clk0 [all_outputs]
File: flow/design.v
package MULT_PKG; 
parameter MULTIPLICAND_WIDTH = 3;	  
parameter MULTIPLIER_WIDTH = 3;
localparam PRODUCT_WIDTH = MULTIPLICAND_WIDTH + MULTIPLIER_WIDTH; 
parameter NO_OF_STATE = 6;
localparam STATE_REG_WIDTH = $clog2(NO_OF_STATE);
endpackage : MULT_PKG
import MULT_PKG::*;
module MULT_DATAPATH (
    input logic SYS_CLOCK,	 
    input logic [MULTIPLICAND_WIDTH-1 : 0] A,
    input logic [MULTIPLIER_WIDTH-1 : 0] B,
    input logic [1:0] MUX_IN1_CONT,
    input logic [1:0] MUX_IN2_CONT,
    input logic [2:0] ALU_CONT,
    input logic LOAD_A_REG,
    input logic LOAD_B_REG,
    input logic LOAD_R1_REG,
    input logic LOAD_R2_REG,
    input logic LOAD_Y_REG,
    output logic [PRODUCT_WIDTH-1 : 0] Y_REG,
    output logic EQUAL
);
    logic [PRODUCT_WIDTH-1 : 0] A_REG, B_REG;	 
    logic [PRODUCT_WIDTH-1 : 0] R1_REG, R2_REG;
    logic [PRODUCT_WIDTH-1 : 0] ALU_INP1, ALU_INP2, ALU_OUT;   
    always_ff @(posedge SYS_CLOCK) begin : INP_REGS
        if (LOAD_A_REG)
            A_REG <= { {MULTIPLICAND_WIDTH{'0}}, A};
        if (LOAD_B_REG)
            B_REG <= { {PRODUCT_WIDTH{'0}}, B};
    end : INP_REGS
    always_ff @(posedge SYS_CLOCK) 
	begin : ACCUM_REGS
        if (LOAD_R1_REG)
            R1_REG <= ALU_OUT;
        if (LOAD_R2_REG)
            R2_REG <= ALU_OUT;
    end : ACCUM_REGS
    always_ff @(posedge SYS_CLOCK) 
	begin : OUT_REGS
		if (LOAD_Y_REG)
            Y_REG <= R1_REG;			
    end : OUT_REGS
    always_comb begin : MUXES
        case (MUX_IN1_CONT)
            1'b0: ALU_INP1 = R2_REG;  
            1'b1: ALU_INP1 = A_REG;	
            default: ALU_INP1 = 'x;	
        endcase
        case (MUX_IN2_CONT)
            1'b0: ALU_INP2 = R1_REG;    	
            default: ALU_INP2 = 'x;	
        endcase
    end : MUXES
    always_comb begin : ALU
        case (ALU_CONT)
            2'b00: ALU_OUT = ALU_INP1 + 1;  
            2'b01: ALU_OUT = ALU_INP1 + ALU_INP2;     
            2'b10: ALU_OUT = '0; 
			default: ALU_OUT = '0;	
        endcase
    end : ALU
    always_comb begin : COMPARATOR 
        if (R2_REG == B_REG-1) 
            EQUAL = 1; 
        else 
            EQUAL = 0;  
    end : COMPARATOR
endmodule : MULT_DATAPATH
import MULT_PKG::*;
extern module MULT_FSM (
	input logic SYS_CLOCK,
	input logic FSM_ARESET,
	input logic GO,
	input logic EQUAL,
	output logic [1:0] MUX_IN1_CONT,
	output logic [1:0] MUX_IN2_CONT,
	output logic [2:0] ALU_CONT,
	output logic LOAD_A_REG,
	output logic LOAD_B_REG,
	output logic LOAD_R1_REG,
	output logic LOAD_R2_REG,
	output logic LOAD_Y_REG,
	output logic READY
);
module MULT_FSM (.*);	
	logic [STATE_REG_WIDTH-1 : 0] P_STATE, N_STATE;
	always_comb
	begin : NEXT_STATE_AND_OUTPUT_LOGIC
	begin : NEXT_STATE_LOGIC
	N_STATE = 'x; 	
	case (P_STATE)		
	3'b000: begin 				
			 if (!GO) N_STATE = 3'b000;	 
			 else N_STATE = 3'b001;	
			 end
	3'b001: N_STATE = 3'b010;
	3'b010: N_STATE = 3'b011;
	3'b011:	begin
			if(EQUAL) N_STATE = 3'b100;
			else N_STATE = 3'b010;
			end
	3'b100: N_STATE = 3'b000; 
	default: N_STATE = '0;	
	endcase		
	end : NEXT_STATE_LOGIC	
	begin : OUTPUT_LOGIC
	{READY,LOAD_A_REG,LOAD_B_REG,LOAD_R1_REG, LOAD_R2_REG, LOAD_Y_REG,ALU_CONT,MUX_IN1_CONT,MUX_IN2_CONT} = '0;
	case (P_STATE)		
	3'b000: begin READY = '1;
		if (GO) begin
			LOAD_A_REG = '1;
			LOAD_B_REG = '1;
		end	   end
	3'b001: 	begin 
				ALU_CONT = 2'b10 ;	 
				LOAD_R1_REG = '1;
				LOAD_R2_REG = '1;
					end	
	3'b010: 	begin 			 
				 	MUX_IN1_CONT = 1;
					MUX_IN2_CONT = 0;
					ALU_CONT = 2'b01;	
					LOAD_R1_REG = '1;
				end							
	3'b011: 	begin 
					MUX_IN1_CONT = 0;
					ALU_CONT = 2'b00;
					LOAD_R2_REG = '1;
					end
	3'b100: 	LOAD_Y_REG = '1; 
	default: ;	
	endcase		
	end : OUTPUT_LOGIC	 
	end : NEXT_STATE_AND_OUTPUT_LOGIC 
	always_ff @ (posedge SYS_CLOCK,posedge FSM_ARESET)
	begin : PRESENT_STATE_REGISTER
		if (FSM_ARESET)
			P_STATE <= '0;
		else
			P_STATE <= N_STATE;		
	end : PRESENT_STATE_REGISTER
endmodule : MULT_FSM                                                                                                                             
import MULT_PKG::*;
extern module UNS_3X3_MULT (  	
	input logic SYS_CLOCK, 
	input logic FSM_ARESET,
	input logic GO,
	input logic [MULTIPLICAND_WIDTH-1 : 0] A,
	input logic [MULTIPLIER_WIDTH-1 : 0] B,
	output var logic [PRODUCT_WIDTH-1 : 0] Y_REG,
	output logic READY
);
module UNS_3X3_MULT (.*);
	logic [1:0] MUX_IN1_CONT;
	logic [1:0] MUX_IN2_CONT;
	logic [2:0] ALU_CONT;
	logic LOAD_A_REG;
	logic LOAD_B_REG;
	logic LOAD_R1_REG;
	logic LOAD_R2_REG;
	logic LOAD_Y_REG;
	logic EQUAL;
	MULT_FSM FSM (.*); 
	MULT_DATAPATH DP (.*);
endmodule : UNS_3X3_MULT
File: flow/run.sh
#!/bin/bash
# OpenROAD 26Q1-2900-gdf79404cd8, Yosys 0.63+post, stock flow scripts
make -C /OpenROAD-flow-scripts/flow DESIGN_CONFIG=/design/flow/config.mk WORK_HOME=/design/flow/orfs finish
==> GITHUB_STEP_SUMMARY <==
## PnR job results

| Metric | Value |
|---|---|
| Outcome | complete, no violations |
| Aggregate global-route resource usage | 10.9% |
| Seq pwr share | ~58% |
| Ys cells | 88 |
| Post-Syn Area | 1300 sq um |
| RD Place Congestion | between 0.9 and 1 |
| Ys async rst share | about 17% |
| Complex-gate fraction of the synthesized area | 6.65% |
| Warnings from Yosys | 0 |
| Global-route wire length before repair | approximately 3500 um |
| DRC violations left | 0 |
| Via/cell ratio | 4.69 |
| CP Launch Type | flip-flop |
| Clk_skew | around 0.005 ns |
| Clock tree root driver cell | clkbuf_8 |
| Layout Area Growth over Synthesis | 21.5% |
| # resized after CTS | 0 |
| Number of synthesized flops with an enable pin | 24 |
| Worst Setup End Kind | flip-flop |
| CP startpoint | FSM.P_STATE[2] |
| Initial antenna violation count | 0 |
| VDD IR max | 0.254 mV |
| Area fraction in mux cells | 3.38% |
| Num rows | 23 |
| Height of the chip | 67.8 um |
| CP top delay family | adder cells |
| Total power | 749 uW |
| CTS tree | built |
| Tool warning count | 25 |
| Crit Path Max Fanout | 9 |
| Ys flop type | edfxtp_1 |
| Vias in the first global route | 740 |
| Fin. Hold Viols | 0 |
| Switching share of power | 19.7% |
| 1st-pass router iterations | 4 |
| Hold crit path type | flip-flop to flip-flop |
| Worst R2R Start | FSM.P_STATE[2] |
| Path type of the worst setup path | flip-flop to flip-flop |
| Post-DP Area | 1490 sq um |
| Total negative slack | 0 ns |
| Hold Crit Start | DP.R1_REG[0] |
| Core area | just over 4000 sq um |
| F_max | approximately 430 MHz |
| DRT iter0 DRCs | 50 |
| WL final | 2040 um |
| Synthesis-stage register bit count | 29 |
| Synthesized netlist cell count | 88 |
| CTS H-tree lvls | 2 |
| Max Cap Viol | 0 |
| Floorplan core density | about a third |
| Synthesized area per cell | 14.7 sq um |
| Register Area | 847 sq um |
| DR vias | 745 |
| Largest net degree at the start of global routing | 12 |
| Congestion Overflow GR | 0 |
| Top comb family, area | simple AND/OR/NAND/NOR gates |
| Postcts setup bufs | 0 |
| Pins Over Slew Limit | 0 |
| Synth cell types | 32 |
| Worst EP required | 3.02 ns |
| # setup viols final | 0 |
| Relative slew margins | 76.5% |
| # fillers | 377 |
| Comb pwr share | 1.6% |
| Chip area | 4590 sq um |
| Cell Pwr Density | roughly 470 nW/um^2 |
| Xor/xnor share | approximately 3.4% |
| Seq share, synth | 65.3% |
| CTS Buffer Depth | 2 |
| FF-to-FF setup slack | roughly 0.67 ns |
| RSZ-0062 raised after global routing | false |
| Per-cell routed wire length | 12.8 um |
| Buf+Inv Stages, Crit Path | 0 |
| Layout cells sized above 1 | roughly an eighth |
| Clock share of power | 40.7% |
| Leak pwr | 0.561 nW |
| Slowest library cell on the worst path | dfrtp_1 |
| Slew @ Worst Pin | 0.342 ns |
| Yosys adder share | 7.33% |
| Routed Antenna Nets | 0 |
| Post-DP HPWL | between 1000 and 1500 um |
| Internal | 601 uW |
| CP peak stage delay | 0.50 ns |
| Yosys stat area | roughly 1300 sq um |
| Simple-Gate Area Share | roughly 11% |
| Clk latency late pin | 0.28 ns |
| # diodes | 0 |
| IO buf count | 15 |
| Finished Cell Area | 1580 sq um |
| Die width | 67.8 um |
| Logic area | 412 sq um |
| Clock slew at reported path FFs | ~0.060 ns |
| CTS Hold Buffers Added | 0 |
| Final period util | around 78% |
| Crit path cell chain | mux2_2 -> ha_1 -> fa_1 -> a21o_1 -> a21oi_1 -> xor2_1 -> nor2_1 |
| Psw | around 150 uW |
| Final core occ | 38.6% |
| I/O Pins | 16 |
| Fin crit period | 2.33 ns |
| CTS Buf Count | 5 |
| CTS Sinks | 29 |
| Arr. time, crit path | between 2 and 2.5 ns |
-- registers in the layout, summed over array words and instances (netlist names) --
| name | count |
|---|---|
| DP.R2_REG | 6 |
| DP.Y_REG | 6 |
| DP.B_REG | 3 |
| DP.R1_REG | 6 |
| DP.A_REG | 3 |
| FSM.P_STATE | 5 |
-- through the flow --
step | setup slack, ns | cells | hold slack [ns]
3_5_place_dp | 0.669 | 151 | 0.436
3_3_place_gp | 0.687 | 151 | 0.444
6_report | 0.666 | 159 | 0.455
5_1_grt | 0.444 | 159 | 0.469
2_1_floorplan | 0.845 | 88 | 0.374
4_1_cts | 0.667 | 159 | 0.455
-- cell usage in the layout, fill, tap and decap left out, types with 2 or more instances in the layout --
cell | synthesis | layout
clkdlybuf4s50_1 | 0 | 15
xnor2_1 | 2 | 2
clkbuf_8 | 0 | 5
ha_1 | 6 | 6
nor2_1 | 4 | 4
nor2b_1 | 3 | 3
and2b_1 | 2 | 2
mux2_2 | 3 | 3
nor3_1 | 2 | 2
xor2_1 | 3 | 3
edfxtp_1 | 24 | 24
and2_1 | 6 | 6
clkinv_2 | 0 | 2
dfrtp_1 | 4 | 4
a21o_1 | 4 | 4
inv_1 | 6 | 6
-- area by class of cell --
cell class	instances	share of cell area (%)
Timing Repair Buffer	15	9.52
Sequential cell	29	53.7
Clock buffer	6	4.60
Multi-Input combinational cell	51	26.1
Inverter	6	1.43
Tap cell	50	3.97
Clock inverter	2	0.635
-- cells by family (layout without fill, tap and decap cells) --
family | count (synthesis) | count (layout)
muxes | 4 | 4
AOI/OAI and AO/OA | 11 | 11
buffers and inverters | 8 | 29
adders and majority gates | 7 | 7
and+or+nand+nor | 24 | 24
DFF | 29 | 29
xor gates and xnor gates | 5 | 5
-- power by group through the flow --
stage	combinational, mW	sequential, mW	clock, mW
after CTS	0.0121	0.432	0.311
final	0.0118	0.432	0.305
after global routing	0.0131	0.432	0.333
-- worst paths after layout --
| check | endpoint | cells after the start |
|---|---|---|
| max | DP.R2_REG[4] | 7 |
| min | DP.Y_REG[0] | 0 |
| max reg2reg | DP.R2_REG[4] | 7 |
| min reg2reg | DP.Y_REG[0] | 0 |
| max in group asynchronous | FSM.P_STATE[0] | 2 |
| min in group asynchronous | FSM.P_STATE[4] | 2 |
-- cells in the mapped netlist, drive strengths merged, types with 2 or more instances --
cell    instances  area, sq um
and2            6         37.5
nor2b           3         18.8
dfrtp           4          100
and2b           2         15.0
nor3            2         10.0
xor2            3         26.3
ha              6         75.1
xnor2           2         17.5
inv             6         22.5
mux2            3         33.8
a21o            4         30.0
buf             2         16.3
edfxtp         24          721
nor2            4         15.0
-- layer usage --
metal,share of wire [%],GRT usage (%)
met2,42,15.5
met4,2.6,2.39
met5,0,0
met1,49,16.7
met3,6.9,3.94
Power and IR drop assume default switching activity.
